==> /design/flow/design.v <==
module Cache(
  input  logic [31:0] PC,
  input  logic        CLK,
  input  logic        update,
  input  logic [31:0] w0,w1,w2,w3,w4,w5,w6,w7,
  output logic [31:0] rd,
  output logic        hit, miss
);
  localparam NUM_BLOCKS        = 16;
  localparam BLOCK_SIZE        = 8;
  localparam INDEX_SIZE        = 4;
  localparam WORD_OFFSET_SIZE  = 3;
  localparam BYTE_OFFSET       = 2;  
  localparam TAG_SIZE          = 32 - INDEX_SIZE - WORD_OFFSET_SIZE - BYTE_OFFSET;  
  logic [31:0]              data [NUM_BLOCKS-1:0][BLOCK_SIZE-1:0];
  logic [TAG_SIZE-1:0]      tags [NUM_BLOCKS-1:0];
  logic                     valid_bits [NUM_BLOCKS-1:0];
  logic [INDEX_SIZE-1:0]    index;       
  logic [WORD_OFFSET_SIZE-1:0] pc_offset;  
  logic [TAG_SIZE-1:0]      pc_tag, cache_tag;
  logic                     validity;
  logic [INDEX_SIZE-1:0]    fill_index;
  logic [TAG_SIZE-1:0]      fill_tag;
  initial begin
    int i,j;
    for (i=0;i<NUM_BLOCKS;i++) begin
      valid_bits[i] = 1'b0;
      tags[i]       = '0;
      for (j=0;j<BLOCK_SIZE;j++) data[i][j] = '0;
    end
  end
  assign index     = PC[8:5];
  assign pc_offset = PC[4:2];
  assign pc_tag    = PC[31:9];
  assign validity  = valid_bits[index];
  assign cache_tag = tags[index];
  assign hit  = (validity && (cache_tag == pc_tag));
  assign miss = !hit;
  always_comb begin
    rd = 32'h00000013;         
    if (hit) rd = data[index][pc_offset];
  end
  always_ff @(posedge CLK) begin
    if (miss) begin
      fill_index <= index;
      fill_tag   <= pc_tag;
    end
  end
  always_ff @(posedge CLK) begin
    if (update) begin
      data[fill_index][0] <= w0;
      data[fill_index][1] <= w1;
      data[fill_index][2] <= w2;
      data[fill_index][3] <= w3;
      data[fill_index][4] <= w4;
      data[fill_index][5] <= w5;
      data[fill_index][6] <= w6;
      data[fill_index][7] <= w7;
      tags[fill_index]    <= fill_tag;
      valid_bits[fill_index] <= 1'b1;
    end
  end
endmodule
==> /design/flow/run.sh <==
#!/bin/bash
# OpenROAD 26Q1-2900-gdf79404cd8, Yosys 0.63+post, stock flow scripts
make -C /OpenROAD-flow-scripts/flow DESIGN_CONFIG=/design/flow/config.mk WORK_HOME=/design/flow/orfs finish
==> /design/flow/config.mk <==
export PLATFORM = sky130hd
export DESIGN_NAME = Cache
export DESIGN_NICKNAME = Cache
export VERILOG_FILES = /design/flow/design.v
export SDC_FILE = /design/flow/constraint.sdc
export NUM_CORES = 4
export LEC_CHECK = 1
export CORE_UTILIZATION = 50
export SYNTH_MEMORY_MAX_BITS = 65536
==> /design/flow/constraint.sdc <==
current_design Cache

set clk_period 38.4
set clk_io_pct 0.2

create_clock -name clk0 -period $clk_period [get_ports {CLK}]

set non_clock_inputs [all_inputs -no_clocks]
set_input_delay [expr $clk_period * $clk_io_pct] -clock clk0 $non_clock_inputs
set_output_delay [expr $clk_period * $clk_io_pct] -clock clk0 [all_outputs]
==> impl_metrics.py <==
# Generated from Yosys and OpenROAD reports
metrics = {
    "status": {
        "status": "complete, no violations",
    },
    "route": {
        "antenna_left": 0,
        "finalWirelength_um": 430800,
        "drc": 0,
        "drt_iter0_markers": 5217,
        "drt-pass1-iter-count": 5,
        "viasPerCell": 6.148,
        "num_vias": 81910,
        "wl_per_cell_um": 32.34,
    },
    "final_timing": {
        "finalSetupTns_ns": 0,
        "finalCritPeriodShare_pct": 56.64,
        "rsz0062_at_grt": "false",
        "whs_ns": 0.4384,
        "slew_viol_final": 0,
        "relSlewSlack_pct": 32.43,
        "hold_viol": 0,
        "worst_pin_slew_ns": 1.010,
        "clock_skew_ns": 0.05257,
        "max_clock_freq_mhz": 45.98,
        "setup_viol": 0,
        "period_minus_slack_ns": 21.75,
        "setup_slack_ns": 16.65,
    },
    "cts": {
        "cts_max_level": 5,
        "cts_resized": 0,
        "numCtsBuffers": 453,
        "cts.sinks": 4507,
        "cts_buffer_depth": 4,
        "path_clk_slew_ns": 0.06,
        "cts_root_buffer": "clkbuf_16",
        "clock_latency_ns": 0.98,
        "postCtsHoldBufs": 0,
        "postCtsSetupBuffers": 0,
        "cts_tree": "built",
    },
    "floorplanning": {
        "rows": 214,
        "ioPinCount": 324,
        "die_h_um": 588.1,
        "fp_util_pct": 50.39,
        "dieWidth_um": 588.1,
        "die-area_um2": 345900,
        "coreArea_um2": 340900,
    },
    "global_route": {
        "grt_max_degree": 89,
        "grt_overflow": 0,
        "grt_pass1_vias": 91067,
        "track_usage_pct": 28.74,
        "grt_pass1_wl_um": 624600,
        "antenna_found_initial": 84,
    },
    "placed_design": {
        "dp_slack_ns": 16.57,
        "place_inst": 12466,
        "place.gp.congestion": 0.8496,
        "hpwl_um": 246900,
        "port_buffers": 321,
    },
    "setup_path": {
        "start_kind": "input pin",
        "path_max_fanout": 41,
        "crit_path_top_delay_cell": "nor4_2",
        "crit_chain": "buf_6, buf_4, buf_4, nor2b_4, a22oi_1, a211oi_1, a31oi_1, a211o_1, nor4_4, nand4_4, buf_4, buf_4, nor4_2, clkdlybuf4s50_1",
        "path_class": "input pin to output port",
        "cpLargestDelayFamily": "buffers and inverters",
        "crit_buf_inv": 6,
        "cp.arrival_ns": 14.07,
        "crit_top_cell": "buf_4",
        "slowest_delay_ns": 0.79,
        "critPathRequiredTime_ns": 30.72,
        "critPathCaptureType": "output port",
    },
    "run": {
        "cap_violations": 0,
        "warnings": 28,
    },
    "layout": {
        "areaGrowthSynthToFinish_pct": 13.91,
        "fillers": 24017,
        "seqCellArea_um2": 135200,
        "finalNonFillerCells": 13322,
        "drive_gt1_share_pct": 22.49,
        "logic_area_um2": 34970,
    },
    "logic_synthesis": {
        "yosys-stat-area_um2": 171800,
        "synth_dominant_cell_count": "edfxtp_1",
        "edf_count": 4491,
        "ys_seq_elements": 4507,
        "area_leaders": "edfxtp_1 79%, mux4_2 12%, mux2i_1 2.9%, a22oi_1 1.0%, a21oi_1 0.59%",
        "synthesis.area_um2": 171800,
        "avgSynthCellArea_um2": 22.17,
        "synth_warnings": 1,
        "synth_cell_type_count": 69,
        "top_area_cell": "edfxtp_1",
        "top_cells_by_count": "4491 x edfxtp_1, 927 x mux4_2, 499 x mux2i_1, 240 x a22oi_1, 206 x clkbuf_1",
        "syn_inst": 7747,
        "ff_type": "edfxtp_1",
        "synthArstFlopShare_pct": 0,
        "ys_cells": 7747,
        "top_cell_area_share_pct": 78.51,
        "ys_seq_share_pct": 78.70,
    },
    "power_and_ir_drop": {
        "power.leakage_nw": 61.94,
        "powerDensity_nw_per_um2": 52.28,
        "vdd_drop_max_v": 0.00004184,
    },
    "min_path": {
        "hold_path_class": "flop to flop",
    },
}
flip-flops by register name (all words and copies together), names as in the netlist:
signal and flops:
tags 368, fill_index 4, data 4096, fill_tag 23, valid_bits 16
area by class of cell:
class	instances	area share, %
flip-flops and latches	4507	69.09
multi-input cells	2792	17.87
clock buffers	568	6.088
well taps	4536	2.901
repair buffers	616	2.850
clock inverters	251	1.123
diodes	37	0.04732
inverters	15	0.03261
per-layer routing:
metal / GRT usage (%) / wire (µm)
met1: 36.73 / 133500
met2: 40.83 / 203700
met3: 22.67 / 79270
met4: 6.890 / 13530
met5: 1.314 / 725
path summary, 6_finish.rpt:
kind / start / endpoint / slack [ns] / cells after the start
worst max-delay path: PC[6] / rd[6] / 16.65 / 14
worst min-delay path: valid_bits[12]$_DFF_P_ / valid_bits[12]$_DFF_P_ / 0.44 / 1
worst max register to register: fill_index[1]$_DFFE_PN_ / data[6][29]$_DFFE_PP_ / 33.42 / 7
worst min register to register: valid_bits[12]$_DFF_P_ / valid_bits[12]$_DFF_P_ / 0.44 / 1
cell usage in the layout (no fill, tap or decap), drive strengths merged, types with 44 or more instances in the layout:
master	instances
o22ai	90
o21ai	77
mux2i	499
a21oi	202
nor3	44
nor2	72
clkdlybuf4s50	314
clkinv	205
clkbuf	568
buf	302
a22oi	240
edfxtp	4491
nand3	86
nand2	101
mux4	927
per-stage QoR:
stage	power, mW	area [µm²]	util (%)
floorplan	5.905	171800	-
global placement	6.135	181500	53.24
detailed placement	6.142	181500	53.24
CTS	10.31	195600	57.38
global route	10.54	195600	57.39
finish	10.23	195700	57.40
worst reg2reg max path, cell delays in order, from the launching register on:
cell and delay [ns]:
edfxtp_1 0.50, nand2_1 0.30, nor2_4 0.50, buf_4 0.64, buf_4 0.68, buf_4 0.71, buf_4 0.66, buf_4 0.57
where the power goes:
group,internal [mW],total [mW],leakage [nW],switching [mW]
clock network,2.39,4.20,6.88,1.81
registers,5.48,5.50,40.7,0.0163
logic,0.192,0.535,14.3,0.343
cells by family after synthesis:
group	count (synthesis)	share of synthesized area, %
AND/OR/NAND/NOR	468	1.452
multiplexers	1468	15.34
flip-flops	4507	78.70
buffers and inverters	448	1.131
AND-OR/OR-AND	833	3.265
XOR/XNOR	23	0.1173
Power and IR drop assume default switching activity.
