==> design.v <==
`timescale 1ns / 1ps
module RegFile(
    input [31:0] w_data,
    input clk, 
    input en,
    input [4:0] adr1,
    input [4:0] adr2,
    input [4:0] w_adr,
    output logic [31:0] rs1, 
    output logic [31:0] rs2     );
    logic [31:0] reg_file [0:31];
    initial
    begin
        int i;
        for (i=0; i<32; i++)
            reg_file[i] = 0;
    end
    always_ff @( negedge clk)
    begin
        if ( (en == 1) && (w_adr != 0) )
            reg_file[w_adr] <= w_data;       
    end
    assign rs1 = reg_file[adr1];
    assign rs2 = reg_file[adr2];
endmodule
==> run.sh <==
#!/bin/bash
# OpenROAD 26Q1-2900-gdf79404cd8, Yosys 0.63+post, stock flow scripts
make -C /OpenROAD-flow-scripts/flow DESIGN_CONFIG=/design/flow/config.mk WORK_HOME=/design/flow/orfs finish
==> config.mk <==
export PLATFORM = sky130hd
export DESIGN_NAME = RegFile
export DESIGN_NICKNAME = RegFile
export VERILOG_FILES = /design/flow/design.v
export SDC_FILE = /design/flow/constraint.sdc
export NUM_CORES = 4
export LEC_CHECK = 1
export CORE_UTILIZATION = 30
==> constraint.sdc <==
current_design RegFile

set clk_period 10.6
set clk_io_pct 0.2

create_clock -name clk0 -period $clk_period [get_ports {clk}]

set non_clock_inputs [all_inputs -no_clocks]
set_input_delay [expr $clk_period * $clk_io_pct] -clock clk0 $non_clock_inputs
set_output_delay [expr $clk_period * $clk_io_pct] -clock clk0 [all_outputs]
==> impl_metrics.tcl <==
# implementation run metrics
set metrics [dict create \
    outcome "finished clean" \
    drt-total-wl_mm 156 \
    rsz0062_at_grt "no" \
    drv_cap 0 \
    core-area_um2 161000 \
    cpMaxStageDelayCell "clkdlybuf4s50_1" \
    postCtsSetupRepairBufs 0 \
    cp_max_fo 2 \
    overflow 0 \
    power_per_cell_area_nw_per_um2 181 \
    firstDrtPassIters 7 \
    root_buffer "clkbuf_16" \
    antenna_found_initial 13 \
    drc 0 \
    tightest_slew_ps 783 \
    largestRegisters "reg_file (1024)" \
    hpwl_mm 87.2 \
    cp_cell_sequence "mux2i_1 > a22o_1 > nor3_1 > a31oi_1 > nand3_1 > clkdlybuf4s50_1" \
    drt_first_iter_violations 2338 \
    yosys_warnings 1 \
    whs_ps 5510 \
    yosys.stat.seqShare_pct 63.1 \
    viasPerCell 5.05 \
    final_util_pct 37.7 \
    cp.required_ps 8480 \
    syn2layout_area_growth_pct 24.4 \
    hp-class "in2out" \
    crit_path_end_kind "output port" \
    tns_ps 0 \
    postRouteAntennaNets 0 \
    htreeDepth 3 \
    max_flop_register "reg_file" \
    max_stage_delay_ps 610 \
    ys_cells 3387 \
    rows 147 \
    p_leak_uw 0.0261 \
    synth_cell_types 25 \
    place.gp.congestion 0.884 \
    cts_tree "done" \
    p_total_uw 11000 \
    fp_util_pct 30.3 \
    postSynthCellCount 3387 \
    largest_register_ffs 1024 \
    grt.total_usage_pct 19.9 \
    grt_pass1_vias 37200 \
    yosys.stat.chipArea_um2 48800 \
    netlist_area_um2 48800 \
    grt_max_degree 88 \
    critPathKind "reg2out" \
    setup_violations 0 \
    port_buffers 112 \
    clock-sinks 1024 \
    cts_buffers 114 \
    syn-mean-instance-area_um2 14.4 \
    path_clk_slew_ps 40 \
    grt_pass1_wl_mm 224 \
    maxSlewHeadroom_pct 47.8 \
    peakVddDrop_mv 0.131 \
    whs_path_depth 6 \
    cp-start-kind "flip-flop" \
    warning_count 1027 \
    postCtsHoldBufs 0 \
    critPathArrivalTime_ps 7990 \
    wire_per_inst_um 22.9 \
    die.size.y_um 405 \
    hold_violations 0 \
    die_w_um 405 \
    cts.repair.resized 0 \
    slew_violations 0 \
    synth_flops 1024 \
    layout-drive-gt1-share_pct 8.19 \
    pin_count 113 \
    die_area_um2 164000 \
    clock_path_buffers 3 \
    num_vias 34400 \
]
==> layout make-up <==
type                    instances  area, µm²
clock inverters              1122       4900
flip-flops and latches       1024      30700
fillers                     14700     100000
well taps                    2160       2700
diodes                          4       10.0
repair buffers                251       2540
clock buffers                 114       2850
multi-input cells            2140      16900
==> cells by family (layout without fill, tap and decap cells) <==
family	Yosys count	count (layout)	share of synthesized area [%]
mux	1024	1024	21.0
simple gates	508	508	4.71
compound gates	576	576	8.05
other cells	1	36	0.00769
buf+inv	254	1487	3.16
flops	1024	1024	63.1
==> through the flow <==
step / worst slack, ps / cells / area, µm²
floorplan: 760 / 3418 / 48900
global route: 424 / 6811 / 60600
global placement: 704 / 5576 / 52900
CTS: 471 / 6811 / 60600
finish: 489 / 6815 / 60600
detailed placement: 711 / 5576 / 52900
==> cells in the mapped netlist (all sizes together) <==
| master | n | area [µm²] |
|---|---|---|
| a22oi | 192 | 1440 |
| mux2i | 1024 | 10200 |
| clkbuf | 75 | 297 |
| a21oi | 192 | 961 |
| or2 | 2 | 12.5 |
| conb | 1 | 3.75 |
| and2 | 2 | 12.5 |
| a22o | 128 | 1120 |
| nand3b | 5 | 37.5 |
| nor2b | 4 | 25.0 |
| buf | 178 | 1240 |
| nor3 | 64 | 320 |
| a31oi | 64 | 400 |
| edfxtp | 1024 | 30700 |
| nand2 | 195 | 732 |
| or3 | 1 | 6.26 |
| inv | 1 | 3.75 |
| nand2b | 4 | 25.0 |
| or3b | 3 | 26.3 |
| nand3 | 194 | 971 |
| nor2 | 34 | 128 |
==> metal layers <==
metal	part of all wire [%]	track usage [%]	up-vias
li1	-	-	15700
met1	36	22.5	16600
met2	46	28.8	1868
met3	14	14.3	267
met4	3.1	8.54	14
met5	0.060	0.506	-
==> where the power goes <==
group / switching, µW / total [µW] / internal (µW)
clock: 2570 / 5550 / 2980
combinational: 542 / 861 / 318
sequential: 24.1 / 4580 / 4550
total: 3140 / 11000 / 7860
==> placed cells by master (no fill, tap or decap), types with 5 or more instances in the layout <==
master and n:
clkdlybuf4s50_1 110, a31oi_1 64, mux2i_1 1024, nand3b_1 5, inv_6 6, bufinv_16 21
a22oi_1 192, nor3_1 64, clkinvlp_2 28, buf_12 29, clkbuf_16 114, inv_1 1046
conb_1 32, inv_4 17, buf_4 110, a22o_1 128, a21oi_1 192, nand3_1 194
nand2_1 193, edfxtp_1 1024, nor2_4 33
==> critical path: cells and delay by family (launching register included) <==
| kind | cells | cell delay, ps |
|---|---|---|
| multiplexers | 1 | 80 |
| flip-flops | 1 | 340 |
| AND/OR/NAND/NOR | 2 | 640 |
| AND-OR/OR-AND | 2 | 330 |
| buffers and inverters | 1 | 610 |
==> path summary, 6_finish.rpt <==
path           start  endpoint
min          adr1[1]   rs1[21]
max   reg_file[2][9]    rs1[9]
No activity file was given, so power comes from the tool's default toggle rates.
