### constraint.sdc
current_design univ_sseg

set clk_period 24.7
set clk_io_pct 0.2

create_clock -name clk0 -period $clk_period [get_ports {clk}]

set non_clock_inputs [all_inputs -no_clocks]
set_input_delay [expr $clk_period * $clk_io_pct] -clock clk0 $non_clock_inputs
set_output_delay [expr $clk_period * $clk_io_pct] -clock clk0 [all_outputs]
### run.sh
#!/bin/bash
# OpenROAD 26Q1-2900-gdf79404cd8, Yosys 0.63+post, stock flow scripts
make -C /OpenROAD-flow-scripts/flow DESIGN_CONFIG=/design/flow/config.mk WORK_HOME=/design/flow/orfs finish
### design.v
`timescale 1ns / 1ps
module univ_sseg(
    input [13:0] cnt1,
    input [6:0] cnt2,
    input valid,
    input dp_en,
    input [1:0] dp_sel,
    input [1:0] mod_sel,
    input sign,
    input clk,
    output reg [7:0] ssegs,
    output reg [3:0] disp_en
    ); 
    wire [3:0] c1_d3;   
    wire [3:0] c1_d2; 
    wire [3:0] c1_d1; 
    wire [3:0] c1_d0; 
    wire [3:0] c2_d1;    
    wire [3:0] c2_d0; 
    reg [3:0] A_1000_digit;  
    reg [3:0] B_100_digit; 
    reg [3:0] C_10_digit; 
    reg [3:0] D_1_digit; 
    reg [3:0] final_BCD; 
    reg [1:0] m_cnt;         
    reg [7:0] seg_val;       
    cnt_convert_14b CC_14(cnt1, mod_sel, c1_d3, c1_d2, c1_d1, c1_d0); 
    cnt_convert_7b CC_7(cnt2, c2_d1, c2_d0); 
    clk_divder CLK_DIV (clk,sclk); 
    always @ (sign,mod_sel,c1_d1,c1_d3)
    begin
       case ({sign,mod_sel})
          0: A_1000_digit = 'hF;
          1: A_1000_digit = c1_d1; 
          2: A_1000_digit = c1_d3;
          3: A_1000_digit = 0;
          4: A_1000_digit = 'hA;   
          5: A_1000_digit = c1_d1; 
          6: A_1000_digit = c1_d3;
          7: A_1000_digit = 0;
          default A_1000_digit = 'hA; 
       endcase 
    end 
    always @ (mod_sel,c1_d2,c1_d0)
    begin
       case (mod_sel)
          0: B_100_digit = c1_d2; 
          1: B_100_digit = c1_d0; 
          2: B_100_digit = c1_d2;
          3: B_100_digit = 0;
          default B_100_digit = 0; 
       endcase 
    end 
    always @ (mod_sel,c1_d1,c2_d1)
    begin
       case (mod_sel)
          0: C_10_digit = c1_d1; 
          1: C_10_digit = c2_d1; 
          2: C_10_digit = c1_d1;
          3: C_10_digit = 0;
          default C_10_digit = 0; 
       endcase 
    end 
    always @ (mod_sel,c1_d0,c2_d0)
    begin
       case (mod_sel)
          0: D_1_digit = c1_d0; 
          1: D_1_digit = c2_d0; 
          2: D_1_digit = c1_d0;
          3: D_1_digit = 0;
          default D_1_digit = 0; 
       endcase 
    end 
    always @ (m_cnt, A_1000_digit, B_100_digit, C_10_digit, D_1_digit)
    begin
       case (m_cnt)
          3: final_BCD = D_1_digit; 
          2: final_BCD = C_10_digit; 
          1: final_BCD = B_100_digit;
          0: final_BCD = A_1000_digit;
          default final_BCD = 0; 
       endcase 
    end 
    always @ (m_cnt)
    begin
       case (m_cnt)
          0: disp_en = 4'b1110;  
          1: disp_en = 4'b1101; 
          2: disp_en = 4'b1011;
          3: disp_en = 4'b0111;
          default disp_en = 0; 
       endcase 
    end 
    always @ (final_BCD)
    begin
       case (final_BCD)
          0: seg_val  = 'h03;   
          1: seg_val  = 'h9F;   
          2: seg_val  = 'h25;   
          3: seg_val  = 'h0D;
          4: seg_val  = 'h99;  
          5: seg_val  = 'h49;  
          6: seg_val  = 'h41;  
          7: seg_val  = 'h1F;  
          8: seg_val  = 'h01;  
          9: seg_val  = 'h09;  
          10: seg_val = 'hFD;    
          15: seg_val = 'hFF;    
          default seg_val = 0; 
       endcase 
    end 
    always @ (dp_sel, m_cnt, dp_en, seg_val, valid)
    begin
       if (valid == 0)      
          ssegs = 'hFD; 
       else 
          begin
          if (dp_sel == m_cnt)
             ssegs = {seg_val[7:1],~dp_en}; 
          else 
             ssegs = seg_val;
          end          
    end
    always @ (posedge sclk)
    begin 
       m_cnt <= m_cnt + 1'b1;
    end 
endmodule
module clk_divder(clockin, clockout); 
    input clockin; 
    output wire clockout; 
    parameter n = 13; 
    reg [n:0] count; 
    always@(posedge clockin) 
    begin 
        count <= count + 1; 
    end 
    assign clockout = count[n]; 
endmodule 
module cnt_convert_14b(
    input [13:0] cnt,
    input [1:0] sel,
    output reg [3:0] c1_d3,
    output reg [3:0] c1_d2,
    output reg [3:0] c1_d1,
    output reg [3:0] c1_d0
    );
    reg [13:0] cnt_new;       
    reg [13:0] cnt_new_w;     
    reg [3:0] d3;      
    reg [3:0] d2;      
    reg [3:0] d1;      
    reg [3:0] d0;      
    always @ (cnt,sel)
       case(sel)
          0: cnt_new = {6'b000000,cnt[7:0]};    
          1: cnt_new = {7'b00000000,cnt[6:0]};  
          2: cnt_new = cnt;                     
          3: cnt_new = cnt;                     
          default cnt_new = cnt; 
       endcase
    always @ (cnt_new)
    begin
       d3=0;  d2=0;  d1=0;  d0=0;     
       cnt_new_w = cnt_new;           
       if      (cnt_new_w > 8999) begin   d3=9;   cnt_new_w = cnt_new_w - 9000;  end
       else if (cnt_new_w > 7999) begin   d3=8;   cnt_new_w = cnt_new_w - 8000;  end 
       else if (cnt_new_w > 6999) begin   d3=7;   cnt_new_w = cnt_new_w - 7000;  end 
       else if (cnt_new_w > 5999) begin   d3=6;   cnt_new_w = cnt_new_w - 6000;  end 
       else if (cnt_new_w > 4999) begin   d3=5;   cnt_new_w = cnt_new_w - 5000;  end 
       else if (cnt_new_w > 3999) begin   d3=4;   cnt_new_w = cnt_new_w - 4000;  end 
       else if (cnt_new_w > 2999) begin   d3=3;   cnt_new_w = cnt_new_w - 3000;  end 
       else if (cnt_new_w > 1999) begin   d3=2;   cnt_new_w = cnt_new_w - 2000;  end 
       else if (cnt_new_w > 999)  begin   d3=1;   cnt_new_w = cnt_new_w - 1000;  end 
       else                       begin   d3=0;   end 
       if      (cnt_new_w > 899) begin   d2=9;   cnt_new_w = cnt_new_w - 900;  end
       else if (cnt_new_w > 799) begin   d2=8;   cnt_new_w = cnt_new_w - 800;  end 
       else if (cnt_new_w > 699) begin   d2=7;   cnt_new_w = cnt_new_w - 700;  end 
       else if (cnt_new_w > 599) begin   d2=6;   cnt_new_w = cnt_new_w - 600;  end 
       else if (cnt_new_w > 499) begin   d2=5;   cnt_new_w = cnt_new_w - 500;  end 
       else if (cnt_new_w > 399) begin   d2=4;   cnt_new_w = cnt_new_w - 400;  end 
       else if (cnt_new_w > 299) begin   d2=3;   cnt_new_w = cnt_new_w - 300;  end 
       else if (cnt_new_w > 199) begin   d2=2;   cnt_new_w = cnt_new_w - 200;  end 
       else if (cnt_new_w > 99)  begin   d2=1;   cnt_new_w = cnt_new_w - 100;  end 
       else                      begin   d2=0;   end 
       if      (cnt_new_w > 89) begin   d1=9;   cnt_new_w = cnt_new_w - 90;  end
       else if (cnt_new_w > 79) begin   d1=8;   cnt_new_w = cnt_new_w - 80;  end 
       else if (cnt_new_w > 69) begin   d1=7;   cnt_new_w = cnt_new_w - 70;  end 
       else if (cnt_new_w > 59) begin   d1=6;   cnt_new_w = cnt_new_w - 60;  end 
       else if (cnt_new_w > 49) begin   d1=5;   cnt_new_w = cnt_new_w - 50;  end 
       else if (cnt_new_w > 39) begin   d1=4;   cnt_new_w = cnt_new_w - 40;  end 
       else if (cnt_new_w > 29) begin   d1=3;   cnt_new_w = cnt_new_w - 30;  end 
       else if (cnt_new_w > 19) begin   d1=2;   cnt_new_w = cnt_new_w - 20;  end 
       else if (cnt_new_w > 9)  begin   d1=1;   cnt_new_w = cnt_new_w - 10;  end 
       else                     begin   d1=0;   end 
       d0 = cnt_new_w[3:0]; 
    end
    always @ (cnt_new, d3,d2,d1,d0)
    begin
       if (cnt_new < 1000)  
          c1_d3 = 'hF; 
       else 
          c1_d3 = d3; 
       if (cnt_new < 100)   
          c1_d2 = 'hF; 
       else 
          c1_d2 = d2; 
       if (cnt_new < 10)   
          c1_d1 = 'hF; 
       else 
          c1_d1 = d1;
       c1_d0 = d0;         
    end 
endmodule
module cnt_convert_7b(
    input [6:0] cnt,
    output reg [3:0] c2_d1,
    output reg [3:0] c2_d0
    );
    reg [7:0] cnt_new;       
    reg [7:0] cnt_new_w;     
    reg [3:0] d1;      
    reg [3:0] d0;      
    always @ (*)
    begin
       d1=0;  d0=0; 
       cnt_new_w = cnt; 
       if      (cnt_new_w > 89) begin   d1=9;   cnt_new_w = cnt_new_w - 90;  end
       else if (cnt_new_w > 79) begin   d1=8;   cnt_new_w = cnt_new_w - 80;  end 
       else if (cnt_new_w > 69) begin   d1=7;   cnt_new_w = cnt_new_w - 70;  end 
       else if (cnt_new_w > 59) begin   d1=6;   cnt_new_w = cnt_new_w - 60;  end 
       else if (cnt_new_w > 49) begin   d1=5;   cnt_new_w = cnt_new_w - 50;  end 
       else if (cnt_new_w > 39) begin   d1=4;   cnt_new_w = cnt_new_w - 40;  end 
       else if (cnt_new_w > 29) begin   d1=3;   cnt_new_w = cnt_new_w - 30;  end 
       else if (cnt_new_w > 19) begin   d1=2;   cnt_new_w = cnt_new_w - 20;  end 
       else if (cnt_new_w > 9)  begin   d1=1;   cnt_new_w = cnt_new_w - 10;  end 
       else                     begin   d1=0;   end 
       d0 = cnt_new_w[3:0]; 
    end
    always @ (cnt, d1, d0)
    begin
       if (cnt < 10)   
          c2_d1 = 'hF; 
       else 
          c2_d1 = d1;
       c2_d0 = d0;        
    end 
endmodule
### config.mk
export PLATFORM = sky130hd
export DESIGN_NAME = univ_sseg
export DESIGN_NICKNAME = univ_sseg
export VERILOG_FILES = /design/flow/design.v
export SDC_FILE = /design/flow/constraint.sdc
export NUM_CORES = 4
export LEC_CHECK = 1
export CORE_UTILIZATION = 30
==> summary.txt <==
Synthesis and PnR results.

- The leakage power summed over all cells is 0.00273 uW.
- After synthesis, flip-flops and latches occupy 4.62% of the total area.
- The startpoint of the worst-slack reg-to-reg timing path is CLK_DIV.count[2].
- The slew at the pin closest to its max-slew limit reads 878 ps.
- After layout, the worst path uses 82.8% of the clock period.
- The area taken by multi-input logic gates reads 6170 um^2.
- The initial antenna violation count reads 0.
- The combined flip-flop and latch cell area reads 320 um^2.
- The mean area per synthesized cell reads 6.85 um^2.
- The yosys cell count reads 1012.
- Based on the critical path, the design can be clocked at up to 0.0489 GHz.
- Post-synth the commonest register cell is dfxtp_1.
- During synthesis, Yosys emitted a total of 5 warnings.
- The number of buffers added for setup after CTS is 0.
- Port buffering added 40 buffers.
- The global route total overflow is 0.
- The clock-pin slew reported for the worst setup and hold paths after clock tree synthesis reads 40 ps.
- The startpoint kind of the worst setup timing path reads an input pin.
- The kind of critical path reads input pin to primary output.
- The setup TNS reads 0 ps.
- The number of enable flip-flop cells is 0.
- Setup repair after global routing left no endpoint under its margin.
- The synthesized area is 6940 um^2.
- The critical path endpoint category reads a primary output.
- The count of mapped cells out of synthesis reads 1012.
- The horizontal die dimension is 154 um.
- The routability congestion estimate from global placement reads 1.04.
- For met1 alone, demand over resource in global routing was 30.5%.
- The final clock skew reads 2.14 ps.
- Summed over all nets, the half-perimeter wirelength after detailed placement is 19800 um.
- For the worst setup path, the data required time is 19760 ps.
- The number of unconstrained endpoints is 6.
- Across all hold checks on the routed design, the worst slack comes to 412 ps.
- The via total after detailed routing is 8236.
- Yosys reported that registers with async set or reset make up 0%.
- The total routed wirelength reads 25500 um.
- The via count of the first global-routing pass is 7670.
- The wire length of the first global-routing pass is 41400 um.
- The share of cells above drive strength 1 is 7.81%.
- After synthesis, the chip area reported by Yosys is 6940 um^2.
- The DRC violation total after the first TritonRoute iteration reads 810.
- Counting the buffers created by CTS gives 3.
- The CTS H-tree depth reads 1.
- Max-slew check failures listed in the final report amount to 0.
- For this design, the CTS-stage hold fixing added 0 buffers.
- The met2 usage in global routing is 33.9%.
- The layer with the highest usage reads met2.
- After detailed routing, the number of vias per cell comes to 6.35.
- The DRC violation count after routing reads 0.
- The number of instances resized during post-cts repair reads 0.
- The cell at the root of the clock tree reads clkbuf_16.
- The floorplan core area is 22600 um^2.
- The slowest library cell on the worst path is clkdlybuf4s50_1.
- The number of diodes added for antenna fixing reads 0.
- In this run the most critical hold path is launched from CLK_DIV.count[0].
- Looking at the VDD voltage map, the peak drop is 0.0000433 V.
- The pre-placement core utilization is 30.6%.
- The netlist uses 104 different library cells.
- In this run the worst setup path begins at mod_sel[0].
- The count of endpoints failing setup in the final report is 0.
- The routed design could run at a clock period as short as 20450 ps.
- The clock tree from TritonCTS reads done.
- The total of flip-flops plus latches after synthesis reads 16.
- Max-cap violations in this run came to 0.
- Total power normalized to cell area comes to 40.7 nW/um^2.
- The standard-cell row count reads 55.
- The type of the worst min-delay path is register to register.
- The skew report gives the latency at the later pin of the worst-skew pair as 240 ps.
- The area overhead of the layout relative to synthesis reads 9.54%.
- The vertical die dimension is 154 um.
- The data arrival at the endpoint of the critical path reads 15510 ps.
- Per the post-route antenna check, the number of violating nets is 0.
- In this run the count of I/O pins placed on the die edge is 41.
- The area of the chip reads 23700 um^2.
- The largest buffer count on any clock path is 2.
- For this run, the slowest stage of the critical path takes 800 ps.
- In this run the tightest slew margin relative to its limit is 40.8%.
- The filler cell count in the final layout is 2381.
- The run finished with clean final reports.
- In this run the tools logged warnings totalling 71.
- Counting endpoints that fail hold in the final report gives 0.
- The met3 track demand over resource reads 3.10%.
- Entering global routing, the biggest net connects 29 pins.
- The maximum fanout count along the critical path reads 17.
- The total iterations of the first detailed-routing run reads 7.
- TritonRoute output was used to compute an average wire per cell of 19.7 um.
- Across every metal layer, demand over resource in global routing totals 21.6%.
- The timer found 2 register pins that no clock reaches; their paths are not timed.
[cells in the final DEF (no fill, tap or decap), types with 19 or more instances in the layout]
cell type,synthesis,routed
nand2_1,111,111
a21oi_1,79,79
nor2_1,65,65
o21ai_0,62,62
ha_1,61,61
nand3_1,44,44
inv_1,41,41
clkdlybuf4s50_1,0,40
nor3_1,33,33
xnor2_1,28,28
a31oi_1,24,24
a211oi_1,21,21
a21o_1,19,19
o211ai_1,19,19
[cell usage after synthesis (all sizes together) (7+ instances only)]
cell type,number,area [um^2]
nand2,112,423
a21oi,82,422
o21ai,72,372
nor2,69,269
ha,61,763
nand3,46,240
inv,41,154
nor3,37,211
buf,30,175
clkbuf,28,106
xnor2,28,245
a211oi,24,210
a31oi,24,150
o211ai,21,176
a21o,19,143
nand4,17,113
and3,16,100
dfxtp,16,320
nor4,14,121
or3,13,91.3
o31ai,12,100
a211o,11,96.3
mux2i,11,110
nand2b,11,68.8
nor2b,11,68.8
or2,11,68.8
o221ai,10,93.8
o22ai,10,68.8
a311oi,8,76.3
o2111ai,8,87.6
o32ai,8,70.1
and2,7,43.8
[final timing paths]
kind	cells past startpoint	endpoint	slack, ps
worst max register to register	6	CLK_DIV.count[13]	23290
worst max-delay path	35	ssegs[0]	4250
worst min-delay path	1	CLK_DIV.count[0]	410
worst min register to register	1	CLK_DIV.count[0]	410
[flip-flops by register name, indices dropped and copies added (netlist names)]
register,flops
CLK_DIV.count,14
m_cnt,2
[logic make-up (layout without fill, tap and decap cells)]
family                   after synthesis  after routing  synth area share (%)
AND/OR/NAND/NOR                      384            384                  29.0
XOR/XNOR                              34             34                  4.29
buffers and inverters                103            102                  6.49
adder cells (fa/ha/maj)               61             61                  11.0
AND-OR/OR-AND                        397            397                  42.1
multiplexers                          17             17                  2.56
flip-flops                            16             16                  4.62
[layout make-up]
cell class	count	share of cell area (%)
timing repair buffer	53	6.55
inverter	45	2.22
multi-input combinational	893	81.1
tap	285	4.69
clock buffer	4	1.17
sequential	16	4.22
[metrics by stage]
stage	util [%]	cell area [um^2]	total power, uW	instances	setup WS [ps]
floorplan	-	6940	208	1012	7310
global placement	33.2	7510	273	1292	4300
detailed placement	33.2	7510	269	1292	4380
CTS	33.6	7600	304	1296	4370
global route	33.6	7600	334	1296	3550
finish	33.6	7600	309	1296	4250
[routing by layer]
layer	wire, um	up-vias
met2	11300	471
met1	10900	3763
li1	-	3926
met4	871	0
met3	2360	76
met5	0	-
[critical path: cells and delay by family]
family | cells | cell delay, ps
fa+ha+maj | 3 | 950
buf+inv | 6 | 2350
compound gates | 13 | 3450
simple gates | 13 | 3810
[report_power, final]
| part | switching (uW) | leakage, uW | internal [uW] | total (uW) |
|---|---|---|---|---|
| combinational | 166 | 0.00255 | 88.2 | 254 |
| sequential | 0 | 0.000129 | 22.7 | 22.7 |
| clock | 8.33 | 0.0000442 | 24.4 | 32.8 |
| total | 174 | 0.00273 | 135 | 309 |
Power figures rest on the tool's default switching activity, not on a simulated workload.
